==> flow/design.v <==
module  exu_disp(
    input       disp_i_valid,    
    output      disp_i_ready,    
    input       disp_i_rs1x0,
    input       disp_i_rs2x0,
    input       disp_i_rs1en,
    input       disp_i_rs2en,
    input       [5-1:0]  disp_i_rs1idx,
    input       [5-1:0]  disp_i_rs2idx,
    input       [32-1:0]         disp_i_rs1,
    input       [32-1:0]         disp_i_rs2,
    input                           disp_i_rdwen,
    input       [5-1:0]  disp_i_rdidx,
    input       [33-1:0]    disp_i_info,
    input       [32-1:0]         disp_i_imm,
    input       [32-1:0]      disp_i_pc,
    output                          disp_o_alu_valid,    
    input                           disp_o_alu_ready,
    input                           disp_o_alu_longpipe,
    output      [32-1:0]         disp_o_alu_rs1,
    output      [32-1:0]         disp_o_alu_rs2,
    output                          disp_o_alu_rdwen,
    output      [5-1:0]  disp_o_alu_rdidx,
    output      [33-1:0]    disp_o_alu_info,
    output      [32-1:0]         disp_o_alu_imm,
    output      [32-1:0]      disp_o_alu_pc,
    output                          disp_oitf_ena
);
    wire    disp_alu_longp_real =   disp_o_alu_longpipe;
    wire    disp_i_ready_pos    =   disp_o_alu_ready;
    wire    disp_i_valid_pos;
    assign  disp_o_alu_valid    =   disp_i_valid_pos;
    assign  disp_i_valid_pos    =   disp_i_valid;
    assign  disp_i_ready        =   disp_i_ready_pos;
    wire    [32-1:0] disp_i_rs1_msked = disp_i_rs1 & {32{~disp_i_rs1x0}};
    wire    [32-1:0] disp_i_rs2_msked = disp_i_rs2 & {32{~disp_i_rs2x0}};
    assign  disp_o_alu_rs1  =   disp_i_rs1_msked;
    assign  disp_o_alu_rs2  =   disp_i_rs2_msked;
    assign  disp_o_alu_rdwen =  disp_i_rdwen;
    assign  disp_o_alu_rdidx =  disp_i_rdidx;
    assign  disp_o_alu_info  =  disp_i_info;
    assign  disp_oitf_ena   =   disp_o_alu_valid & disp_o_alu_ready & disp_alu_longp_real;
    assign  disp_o_alu_imm  =   disp_i_imm;
    assign  disp_o_alu_pc   =   disp_i_pc;
endmodule
==> flow/run.sh <==
#!/bin/bash
# OpenROAD 26Q1-2900-gdf79404cd8, Yosys 0.63+post, stock flow scripts
make -C /OpenROAD-flow-scripts/flow DESIGN_CONFIG=/design/flow/config.mk WORK_HOME=/design/flow/orfs finish
==> flow/config.mk <==
export PLATFORM = sky130hd
export DESIGN_NAME = exu_disp
export DESIGN_NICKNAME = exu_disp
export VERILOG_FILES = /design/flow/design.v
export SDC_FILE = /design/flow/constraint.sdc
export NUM_CORES = 4
export LEC_CHECK = 1
export CORE_AREA = 10 10 143 143
export DIE_AREA = 0 0 153 153
==> flow/constraint.sdc <==
current_design exu_disp

set clk_period 1.0
set clk_io_pct 0.2

create_clock -name clk0 -period $clk_period

set non_clock_inputs [all_inputs -no_clocks]
set_input_delay [expr $clk_period * $clk_io_pct] -clock clk0 $non_clock_inputs
set_output_delay [expr $clk_period * $clk_io_pct] -clock clk0 [all_outputs]
==> out/summary.json <==
{
  "status": {
    "outcome": "complete, no violations"
  },
  "hold_path": {
    "worstHoldPathType": "input port to output pin",
    "hold-path-cell-count": 0,
    "hold_path_end": "disp_o_alu_imm[16]",
    "min-delay-start": "disp_i_imm[16]"
  },
  "synth": {
    "avgSynthCellArea_sq_um": 6.96,
    "synth.mux.area_fraction_pct": 0,
    "synth.comb.largest_family": "buffers and inverters",
    "yosysWarnings": 0,
    "postSynthCellCount": 176,
    "synth.cell_area_sq_um": 1220,
    "top_area_cell": "sky130_fd_sc_hd__buf_4",
    "post-synth-top-area-fraction_pct": 64.4,
    "ys_chip_area_sq_um": 1220,
    "post_synth_xor_area_fraction_pct": 0,
    "synth_dominant_cell_count": "sky130_fd_sc_hd__buf_4",
    "synth_stat.cells": 176,
    "netlist_top_cells_count": "105 x sky130_fd_sc_hd__buf_4, 64 x sky130_fd_sc_hd__nor2b_1, 6 x sky130_fd_sc_hd__buf_2",
    "aoi_share_pct": 0,
    "synthTopCellsByArea": "sky130_fd_sc_hd__buf_4 64%, sky130_fd_sc_hd__nor2b_1 33%, sky130_fd_sc_hd__buf_2 2.5%",
    "ys_seq_share_pct": 0,
    "adder_share_pct": 0,
    "synthDistinctLibCells": 4,
    "simple_gate_share_pct": 33.2
  },
  "final_layout": {
    "final.clkbuf_count": 0,
    "area_growth_syn_to_layout_pct": 45.5,
    "final_core_utilization_pct": 10.3,
    "stdcell_area_sq_um": 1780,
    "final_layout_size_suffix_gt1_share_pct": 39.5,
    "sequential_cell_area_sq_um": 0,
    "n_sequential_cell": 0,
    "stdcell_count": 435,
    "number_of_fill_cells": 2070,
    "logic_area_sq_um": 449
  },
  "route": {
    "post_drt_via_cell_ratio": 2.46,
    "drt_wl_total_mm": 6.76,
    "drt_first_pass_iters": 3,
    "routedWlPerCell_um": 15.5,
    "detailedRoute.firstIterationViolations": 23,
    "ant_nets": 0,
    "detailroute.via_count": 1068,
    "remaining_drc_errors": 0,
    "num_antenna_cells": 0
  },
  "setup_path": {
    "critical_setup_path_kind": "input port to output pin",
    "critical_path.startpoint": "disp_i_rs2x0",
    "critical_path_arrival_ps": 740,
    "cp_cell_sequence": "buf_2, buf_4, nor2b_1, buf_2",
    "critPathMostFrequentCell": "sky130_fd_sc_hd__buf_2",
    "timing.critical_path.from_type": "input port",
    "worst_path_dominant_cell_family": "buffers and inverters",
    "worst_setup_path_end_kind": "output pin",
    "cell_with_the_largest_stage_delay_on_the_worst_path": "sky130_fd_sc_hd__buf_4",
    "timing.critical_path.buf_inv": 3,
    "crit_path_max_fanout": 6,
    "cpPeakStageDelay_ps": 170,
    "cp.required_ps": 800
  },
  "power": {
    "total_power_mw": 0.485,
    "p_clk_share_pct": 0,
    "switchingPower_mw": 0.148,
    "cellInternalPower_mw": 0.337,
    "power_per_cell_area_nw_per_um2": 272,
    "share_of_power_burned_in_registers_pct": 0,
    "p_leak_nw": 0.914,
    "peakVddDrop_mv": 0.0888,
    "swShare_pct": 30.5,
    "combinationalPowerShare_pct": 100.0
  },
  "global_routing": {
    "wire_length_of_the_first_global_routing_pass_mm": 8.88,
    "number_of_antenna_violations_at_the_first_check_in_global_routing": 0,
    "grt_overflow_total": 0,
    "overall_routing_resource_usage_pct": 4.95,
    "first_global_vias": 1178,
    "grt_max_degree": 12
  },
  "die": {
    "core-area_sq_um": 17300,
    "initial_utilization_pct": 7.08,
    "io_pins": 354,
    "die_x_um": 153,
    "die_height_um": 153,
    "fp-row-count": 48,
    "die_area_sq_um": 23400
  },
  "sta": {
    "unrepaired_setup_endpoints_after_global_routing": "no",
    "relSlewSlack_pct": 89.8,
    "timing_hold_violations_final": 0,
    "postLayoutSetupSlackWorst_ps": 60.0,
    "min_period_over_period_pct": 94.0,
    "fmaxAchievable_mhz": 1060,
    "finalCriticalPeriod_ps": 940,
    "number_of_failing_setup_endpoints_in_the_final_timing_report": 0,
    "maxSlewViolCount": 0,
    "tightestPinTransition_ps": 154
  },
  "placement": {
    "dpl.hpwl_mm": 5.75,
    "post_placement_cell_count": 432,
    "cell_area_after_placement_sq_um": 2090,
    "dp_slack_ps": -693,
    "place.gp.congestion": 0.768,
    "portBuffers": 136
  },
  "cts": {
    "holdBufCountCts": 0
  },
  "flow_run": {
    "stage_log_warnings": 44,
    "cap_violations": 0
  }
}
==> power by group through the flow <==
stage / registers (mW) / clock network, mW / logic [mW]
finish: 0 / 0 / 0.485
global route: 0 / 0 / 0.530
CTS: 0 / 0 / 0.487
==> layout by cell type (no fill, tap or decap) <==
cell type,netlist,layout
sky130_fd_sc_hd__buf_6,0,4
sky130_fd_sc_hd__clkbuf_2,0,1
sky130_fd_sc_hd__buf_8,0,1
sky130_fd_sc_hd__buf_4,105,4
sky130_fd_sc_hd__clkdlybuf4s15_1,0,1
sky130_fd_sc_hd__buf_2,6,65
sky130_fd_sc_hd__and3_1,1,1
sky130_fd_sc_hd__dlygate4sd2_1,0,68
sky130_fd_sc_hd__nor2b_1,64,57
sky130_fd_sc_hd__nor2b_4,0,5
sky130_fd_sc_hd__nor2b_2,0,2
sky130_fd_sc_hd__clkbuf_16,0,1
==> worst max-delay path by stage <==
stage                   endpoint  slack [ps]  cells past startpoint
CTS           disp_o_alu_rs1[26]           7                      5
finish        disp_o_alu_rs2[15]          60                      4
global route   disp_o_alu_rs2[6]           8                      4
==> through the flow <==
stage	setup TNS (ps)	hold slack [ps]
6_report	0	400
5_1_grt	0	400
4_1_cts	0	400
3_5_place_dp	-42900	400
3_3_place_gp	-42380	400
2_1_floorplan	0	413
==> cell type report <==
class | count | area share (%)
multi-input cells | 65 | 25.2
repair buffers | 145 | 59.0
well taps | 225 | 15.8
==> kinds of logic (layout without fill, tap and decap cells) <==
family        after synthesis  after routing
buf+inv                   111            145
simple gates               65             65
==> routing by layer <==
metal | vias to the layer above | GRT usage [%] | wire length (um)
li1 | 488 | - | -
met1 | 397 | 4.29 | 1940
met2 | 125 | 7.72 | 3250
met5 | - | 1.08 | 34
met3 | 56 | 4.01 | 1150
met4 | 2 | 2.91 | 390
==> repair_timing <==
| item | 4_1_cts | 5_1_grt |
|---|---|---|
| endpoints found under the setup margin | 67 | 11 |
| gates resized | 299 | 4 |
| cloned | 2 | 1 |
| pin swaps | 1 | 0 |
| buffers inserted | 1 | 0 |
Power is estimated from default activity; no workload was simulated.
